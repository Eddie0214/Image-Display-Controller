## /design/flow/config.mk

```make
export PLATFORM = sky130hd
export DESIGN_NAME = LCD_CTRL
export DESIGN_NICKNAME = LCD_CTRL
export VERILOG_FILES = /design/flow/design.v
export SDC_FILE = /design/flow/constraint.sdc
export NUM_CORES = 4
export LEC_CHECK = 1
export CORE_UTILIZATION = 30
```

## /design/flow/constraint.sdc

```tcl
current_design LCD_CTRL

set clk_period 18.8
set clk_io_pct 0.2

create_clock -name clk0 -period $clk_period [get_ports {clk}]

set non_clock_inputs [all_inputs -no_clocks]
set_input_delay [expr $clk_period * $clk_io_pct] -clock clk0 $non_clock_inputs
set_output_delay [expr $clk_period * $clk_io_pct] -clock clk0 [all_outputs]
```

## /design/flow/design.v

```verilog
module LCD_CTRL(clk,reset,datain,cmd,cmd_valid,dataout,output_valid,busy);
input clk;
input reset;
input [7:0] datain;
input [2:0] cmd;
input cmd_valid;
output  [7:0] dataout;
output  output_valid;
output  busy;
reg [2:0]origin_x, origin_y;
reg	magnification;
reg [7:0]img_buffer[0:7][0:7];
reg [5:0]counter;
reg [1:0] state;
wire [2:0]zoomouty[0:15];
wire [2:0]zoomoutx[0:15];
wire [2:0]zoominy[0:15];
wire [2:0]zoominx[0:15];
wire [2:0]addressy,addressx;
integer i;
assign zoomouty[0]=3'd0;
assign zoomouty[1]=3'd0;
assign zoomouty[2]=3'd0;
assign zoomouty[3]=3'd0;
assign zoomouty[4]=3'd2;
assign zoomouty[5]=3'd2;
assign zoomouty[6]=3'd2;
assign zoomouty[7]=3'd2;
assign zoomouty[8]=3'd4;
assign zoomouty[9]=3'd4;
assign zoomouty[10]=3'd4;
assign zoomouty[11]=3'd4;
assign zoomouty[12]=3'd6;
assign zoomouty[13]=3'd6;
assign zoomouty[14]=3'd6;
assign zoomouty[15]=3'd6;
assign zoomoutx[0]=3'd0;
assign zoomoutx[1]=3'd2;
assign zoomoutx[2]=3'd4;
assign zoomoutx[3]=3'd6;
assign zoomoutx[4]=3'd0;
assign zoomoutx[5]=3'd2;
assign zoomoutx[6]=3'd4;
assign zoomoutx[7]=3'd6;
assign zoomoutx[8]=3'd0;
assign zoomoutx[9]=3'd2;
assign zoomoutx[10]=3'd4;
assign zoomoutx[11]=3'd6;
assign zoomoutx[12]=3'd0;
assign zoomoutx[13]=3'd2;
assign zoomoutx[14]=3'd4;
assign zoomoutx[15]=3'd6;
assign zoominy[0] =origin_y;
assign zoominy[1] =origin_y;
assign zoominy[2] =origin_y;
assign zoominy[3] =origin_y;
assign zoominy[4] =origin_y+3'd1;
assign zoominy[5] =origin_y+3'd1;
assign zoominy[6] =origin_y+3'd1;
assign zoominy[7] =origin_y+3'd1;
assign zoominy[8] =origin_y+3'd2;
assign zoominy[9] =origin_y+3'd2;
assign zoominy[10]=origin_y+3'd2;
assign zoominy[11]=origin_y+3'd2;
assign zoominy[12]=origin_y+3'd3;
assign zoominy[13]=origin_y+3'd3;
assign zoominy[14]=origin_y+3'd3;
assign zoominy[15]=origin_y+3'd3;
assign zoominx[0] =origin_x;
assign zoominx[1] =origin_x+3'd1;
assign zoominx[2] =origin_x+3'd2;
assign zoominx[3] =origin_x+3'd3;
assign zoominx[4] =origin_x;
assign zoominx[5] =origin_x+3'd1;
assign zoominx[6] =origin_x+3'd2;
assign zoominx[7] =origin_x+3'd3;
assign zoominx[8] =origin_x;
assign zoominx[9] =origin_x+3'd1;
assign zoominx[10]=origin_x+3'd2;
assign zoominx[11]=origin_x+3'd3;
assign zoominx[12]=origin_x;
assign zoominx[13]=origin_x+3'd1;
assign zoominx[14]=origin_x+3'd2;
assign zoominx[15]=origin_x+3'd3;
always@(posedge clk)begin
if(reset)begin
state<=2'd0;
counter<=6'd0;
end
else begin
		case(state)
		2'd0:  	if(cmd_valid)	begin
									case(cmd)
									3'd1:	state<=2'd1;
									default:state<=2'd3;
									endcase
								end
		2'd1:					 
								if(counter<6'd63)
									counter<=counter+6'd1;
								else begin
									counter<=0;
									state<=2'd3; end 
		2'd3:	begin 
					if(counter<6'd15)begin
						counter<=counter+6'd1;
						end
					else begin
						counter<=0;
						state<=2'd0;end
				end
		endcase			
end end
always@(posedge clk)begin
		case(state)
		2'd0:			if(cmd_valid)begin 
							case(cmd)
							3'd0:;	  
							3'd1:;	 
							3'd2:	begin 
									magnification<=1;
									{origin_y,origin_x}<={3'b010,3'b010};
									end
							3'd3:	begin 
									magnification<=0;
									end
							3'd4:	begin 
										if(origin_x==3'b100)
											origin_x<=origin_x;
										else 
											origin_x<=origin_x+3'd1;
									end
							3'd5:	begin 
										if(origin_x==3'b000)
											origin_x<=origin_x;
										else 
											origin_x<=origin_x-3'd1;
									end
							3'd6:	begin 
										if(origin_y==3'b000)
											origin_y<=origin_y;
										else 
											origin_y<=origin_y-3'd1;
									end
							3'd7:	begin 
										if(origin_y==3'b100)
											origin_y<=origin_y;
										else 
											origin_y<=origin_y+3'd1;
									end
							endcase
						end
		2'd1:			begin 	if(counter<6'd63)		
									img_buffer[counter[5:3]][counter[2:0]]<=datain;
								else begin
									img_buffer[counter[5:3]][counter[2:0]]<=datain;
									origin_x<=0;
									origin_y<=0;
									magnification<=0;
								end			
						end
		2'd3: 		;	
		endcase
end
assign	busy=(state==0)?0:1;
assign	output_valid=(state==2'd3 )? 1 :0;
assign	dataout=img_buffer[addressy][addressx];
assign	addressy=(magnification)? zoominy[counter]: zoomouty[counter];
assign	addressx=(magnification)? zoominx[counter]: zoomoutx[counter];
endmodule
```

## /design/flow/run.sh

```bash
#!/bin/bash
# OpenROAD 26Q1-2900-gdf79404cd8, Yosys 0.63+post, stock flow scripts
make -C /OpenROAD-flow-scripts/flow DESIGN_CONFIG=/design/flow/config.mk WORK_HOME=/design/flow/orfs finish
```

==> results.toml <==
# implementation run metrics
[yosys]
synthFlopType = "edfxtp_1"
enable_flop_cells = 519
avgSynthCellArea_um2 = 14.8
ys_seq_share_pct = 70.6
ys_area_um2 = 22300
yosys_warnings = 1
async_reset_ff_share_pct = 0
postSynthCellCount = 1514
yosysUniqueCellTypes = 73
ys.flops = 528
ys_cells = 1514
netlist_area_um2 = 22300

[global_routing]
antenna_found_initial = 2
grt-ovfl-total = 0
grtUsageTotal_pct = 16.0
grt_max_degree = 107
grt_pass1_vias = 13000
grt_pass1_wl_mm = 83.6

[critical_path]
cp_data_required_time_ns = 15.04
start_kind = "flip-flop"
path_class = "reg2out"
crit_start = "counter[1]"
reg2reg_slack_ns = 16.14
timing.critical_path.cells = "ha_1 -> nor4b_2 -> o21a_1 -> nor2_4 -> buf_4 -> buf_4 -> mux2_2 -> a22oi_1 -> o2111ai_1 -> nor4_2 -> clkdlybuf4s50_1"
path_buffers = 3
crit_path_end = "dataout[0]"
r2r-end = "img_buffer[19][5]"
path_max_fanout = 45
cp-end-kind = "primary output"
cpMostUsedCell = "buf_4"
path_delay_family = "buffers and inverters"
reg2regPathDepth = 4
slowest_delay_ns = 0.71
timing.rr.start = "counter[2]"
crit_cells = 11
crit_arrival_ns = 5.89
cp_slowest_cell = "nor2_4"

[job]
openroad.warnings = 33
max_cap_viol_count = 0

[sta]
rsz0062_at_grt = "no"
worst_pin_slew_ns = 1.03
final.setup_skew_ns = 0.0156
report.final.setup_viol = 0
tns_ns = 0
fmax_mhz = 104
period_used_pct = 51.3
hold_violations = 0
period_needed_ns = 9.65
relSlewSlack_pct = 31.1
drv_slew = 0
whs_ns = 0.592

[power]
sw_frac_of_total_pct = 24.5
peakVddDrop_mv = 0.0607
p_int_w = 0.00196
switchingPower_w = 0.000636
p_leak_nw = 8.68
p_comb_share_pct = 12.8
clock_power_share_pct = 37.2
cellPowerDensity_nw_per_um2 = 103
p_seq_share_pct = 50.0

[final_layout]
drive_above_1_share_pct = 12.4
fill_cells = 6875
register_area_um2 = 15800
logic_area_um2 = 6020
syn_to_final_growth_pct = 12.7

[drt]
dr.pass1.iters = 25
via_per_inst = 5.03
remaining_drc_errors = 0
drt_iter0_drc = 842
via_count = 12800
wl_per_cell_um = 22.0
num_antenna_cells = 0
ant_nets = 0
wl_mm = 56.1

[floorplanning]
die_area_um2 = 75600
fp.dieW_um = 275
rows = 99
die_h_um = 275
core_area_um2 = 73300
io_pins = 24
floorplanUtilization_pct = 30.5

[hold_path]
min_path_type = "reg2reg"

[clock_tree]
cts_num_sinks = 528
cts_setup_buffers = 0
htreeDepth = 2
path_clk_slew_ns = 0.07
clk_latency_ns = 0.60
ctsHoldBuffers = 0
cts.root.buffer_cell = "clkbuf_16"
cts_buffer_depth = 3
numCtsBuffers = 50
cts_tree = "yes"
post_cts.resized_instances = 0

[placed_design]
port_buffers = 23
finalWeightedCongestion = 0.926
hpwlAfterDp_mm = 36.9

[run_status]
status = "finished clean"
==> cells in the mapped netlist, types with 6 or more instances <==
master / count / area share (%)
a211oi_1: 17 / 0.57
a21o_1: 8 / 0.27
a21oi_1: 26 / 0.58
a22oi_1: 17 / 0.57
a31oi_1: 18 / 0.50
and3_1: 21 / 0.59
buf_1: 7 / 0.12
buf_2: 30 / 0.67
buf_4: 9 / 0.30
buf_6: 6 / 0.30
clkbuf_1: 27 / 0.45
dfxtp_1: 9 / 0.81
edfxtp_1: 519 / 70
ha_1: 9 / 0.50
inv_1: 15 / 0.25
mux2_2: 44 / 2.2
mux2i_1: 162 / 7.3
mux4_2: 8 / 0.81
nand2_1: 205 / 3.4
nand2b_1: 8 / 0.22
nand3_1: 92 / 2.1
nand4_1: 6 / 0.17
nor2_1: 75 / 1.3
nor2b_1: 8 / 0.22
nor3_1: 17 / 0.38
o2111ai_1: 9 / 0.35
o21ai_0: 18 / 0.40
o22ai_1: 19 / 0.53
xor2_1: 9 / 0.35
==> routing by layer <==
layer	share of wire, %	vias to the layer above	GRT usage, %
met4	3.1	6	4.09
met1	38	6257	20.0
li1	-	5887	-
met5	0.16	-	0.627
met3	12	99	8.85
met2	47	595	24.6
==> state kept, by name, summed over array words and instances (netlist names) <==
name	cells
magnification	1
origin_x	3
img_buffer	512
counter	6
origin_y	3
state	3
==> kinds of logic (layout without fill, tap and decap cells) <==
logic type	after synthesis	count (layout)	synth area share, %
flip-flops	528	528	70.6
AND/OR/NAND/NOR	475	475	10.0
multiplexers	214	214	10.3
AND-OR/OR-AND	174	174	5.48
buffers and inverters	101	181	2.66
XOR/XNOR	13	13	0.510
adder cells (fa/ha/maj)	9	9	0.504
==> through the flow <==
| stage | setup slack [ns] | instance area (µm²) | instances | total power (W) | utilization, % |
|---|---|---|---|---|---|
| final | 9.15 | 25200 | 2553 | 0.00260 | 34.4 |
| after global routing | 8.73 | 25200 | 2553 | 0.00269 | 34.4 |
| after CTS | 9.13 | 25200 | 2553 | 0.00262 | 34.4 |
| after detailed placement | 9.78 | 23600 | 2460 | 0.00166 | 32.2 |
| after global placement | 9.97 | 23600 | 2460 | 0.00165 | 32.2 |
| after floorplan | 12.16 | 22300 | 1514 | 0.00155 | - |
==> area by class of cell <==
type                       count  area share, %
clock inverter                29          0.919
tap                          959           4.76
sequential                   528           62.6
multi-input combinational    885           23.9
clock buffer                  64           5.34
timing repair buffer          73           2.29
inverter                      15          0.224
==> power groups by stage <==
stage | sequential [W] | combinational [W] | clock (W)
4_1_cts | 0.00130 | 0.000333 | 0.000988
5_1_grt | 0.00130 | 0.000360 | 0.00103
6_report | 0.00130 | 0.000332 | 0.000968
==> tightest hold or removal path, stage by stage, from the launching register on <==
cell and delay [ns]:
dfxtp_1 0.37, nand2b_1 0.12, nand2_1 0.05
==> layout by cell type, fill, tap and decap left out, types with 9 or more instances in the layout <==
cell,synthesis,final
clkinv_1,0,16
mux2i_1,162,162
o21ai_0,18,18
mux2_2,44,44
edfxtp_1,519,519
nor3_1,17,17
inv_1,15,15
a21oi_1,26,26
ha_1,9,9
xor2_1,9,9
nand3_1,92,92
o22ai_1,19,19
o2111ai_1,9,9
a31oi_1,18,17
clkbuf_16,0,51
clkbuf_1,27,11
a22oi_1,17,17
nor2_1,75,75
dfxtp_1,9,9
buf_4,9,49
clkdlybuf4s50_1,0,15
and3_1,21,21
a211oi_1,17,17
nand2_1,205,204
==> worst min-delay path by stage <==
stage,start,end,slack (ns),cells after the start
CTS,state[0],state[0],0.59,2
global route,state[0],state[0],0.65,2
finish,state[0],state[0],0.59,2
Power figures rest on the tool's default switching activity, not on a simulated workload.
